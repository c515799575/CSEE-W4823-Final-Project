==> design/flow/config.mk <==
export PLATFORM = sky130hd
export DESIGN_NAME = pts
export DESIGN_NICKNAME = pts
export VERILOG_FILES = /design/flow/design.v
export SDC_FILE = /design/flow/constraint.sdc
export NUM_CORES = 4
export LEC_CHECK = 1
export CORE_UTILIZATION = 30
==> design/flow/constraint.sdc <==
current_design pts

set clk_period 4.6
set clk_io_pct 0.2

create_clock -name clk0 -period $clk_period [get_ports {clk}]

set non_clock_inputs [all_inputs -no_clocks]
set_input_delay [expr $clk_period * $clk_io_pct] -clock clk0 $non_clock_inputs
set_output_delay [expr $clk_period * $clk_io_pct] -clock clk0 [all_outputs]
==> design/flow/design.v <==
module pts(datain0,datain1,datain2,datain3,datain4,datain5,datain6,datain7,datain8,datain9,datain10,datain11,datain12,datain13,datain14,datain15,datain16,datain17,datain18,datain19,dataout,clk,load,out);
input [24:0] datain0;
input [24:0] datain1;
input [24:0] datain2;
input [24:0] datain3;
input [24:0] datain4;
input [24:0] datain5;
input [24:0] datain6;
input [24:0] datain7;
input [24:0] datain8;
input [24:0] datain9;
input [24:0] datain10;
input [24:0] datain11;
input [24:0] datain12;
input [24:0] datain13;
input [24:0] datain14;
input [24:0] datain15;
input [24:0] datain16;
input [24:0] datain17;
input [24:0] datain18;
input [24:0] datain19;
input load,out;
input clk;
output reg[24:0] dataout;
reg[24:0]data_buffer[19:0];
reg[4:0]i;
always@(posedge clk)
begin
if(load==1)
begin
data_buffer[0]<=datain0;
data_buffer[1]<=datain1;
data_buffer[2]<=datain2;
data_buffer[3]<=datain3;
data_buffer[4]<=datain4;
data_buffer[5]<=datain5;
data_buffer[6]<=datain6;
data_buffer[7]<=datain7;
data_buffer[8]<=datain8;
data_buffer[9]<=datain9;
data_buffer[10]<=datain10;
data_buffer[11]<=datain11;
data_buffer[12]<=datain12;
data_buffer[13]<=datain13;
data_buffer[14]<=datain14;
data_buffer[15]<=datain15;
data_buffer[16]<=datain16;
data_buffer[17]<=datain17;
data_buffer[18]<=datain18;
data_buffer[19]<=datain19;
i=0;
end
if(load==0&&out==1)
begin
if (i<20)
begin
dataout<=data_buffer[i];
i<=i+1;
end
end
end
endmodule
==> design/flow/run.sh <==
#!/bin/bash
# OpenROAD 26Q1-2900-gdf79404cd8, Yosys 0.63+post, stock flow scripts
make -C /OpenROAD-flow-scripts/flow DESIGN_CONFIG=/design/flow/config.mk WORK_HOME=/design/flow/orfs finish
==> impl_metrics.csv <==
group,metric,value,unit
pwr,ir_drop,315,uV
clock_tree,clk_pin_slew,0.06,ns
placement,io_buffers,527,
floorplan,fp_util,30.3,%
floorplan,die_h,260,um
placement,dp.cells,2458,
drt,vias_per_cell,5.04,
clock_tree,post_cts_resized,0,
flow_run,warnings,28,
setup_path,critPathArrivalTime,3.78,ns
synth,ys_seq_share,79.7,%
clock_tree,tritoncts,"built",
global_routing,grt_pass1_vias,13900,
pwr,powerDensity,404,nW/um2
clock_tree,clock_latency,0.61,ns
drt,vias,13000,
clock_tree,clock_path_buffers,3,
timing,tns,0,ns
clock_tree,cts_root_buf,"clkbuf_16",
clock_tree,cts_sinks,530,
synth,syn-cell-area,19900,um2
cells_and_area,logic_area,3810,um2
placement,pre_cts_ws,0.599,ns
timing,min_period,3.45,ns
global_routing,antenna_found_initial,17,
cells_and_area,synthToLayoutAreaGrowth,42.5,%
drt,avgRoutedWirePerCell,28.5,um
synth,syn_area_per_cell,18.4,um2
synth,synth-cells-yosys,1083,
timing,slew_violations,0,
floorplan,fp.coreArea,65700,um2
floorplan,num_rows,94,
drt,postRouteAntennaNets,0,
synth,ff_type,"edfxtp_1",
drt,drt_pass1_iterations,6,
floorplan,die_area,67400,um2
cells_and_area,final_cell_mix,"526 x clkdlybuf4s50_1, 525 x edfxtp_1, 71 x mux2i_1",
floorplan,io_pins,528,
synth,synth_cells,1083,
setup_path,worstPathRequired,4.93,ns
cells_and_area,fin_util,43.1,%
drt,drt_iter0_drc,900,
cells_and_area,num-fill-cells,5678,
drt,post-route-drc-count,0,
synth,async_flop_share,0,%
global_routing,grt_pass1_wl,100,mm
setup_path,worstSetupPathType,"reg -> reg",
flow_run,drv_cap,0,
global_routing,grt_overflow,0,
global_routing,grt_max_degree,131,
cells_and_area,fin_cells,2573,
clock_tree,htreeDepth,2,
run_status,status,"completed",
setup_path,worstSetupStartpointType,"flip-flop",
floorplan,die_w,260,um
cells_and_area,seqCellArea,15900,um2
cells_and_area,lay_top_count,"clkdlybuf4s50_1",
setup_path,end_kind,"flip-flop",
global_routing,track_usage,23.1,%
timing,final-hold-violation-count,0,
timing,timing.final.ws_setup,1.15,ns
pwr,power_leakage,9.39,nW
pwr,finalPower,11.4,mW
synth,synth_cell_type_count,61,
clock_tree,cts_buffers,57,
placement,gp_congestion,0.894,
worst_hold_path,hold_class,"reg -> reg",
clock_tree,cts_setup_buffers,0,
setup_path,crit_path_max_fanout,24,
synth,ys_warn_count,2,
placement,placed_area,26400,um2
timing,finalSetupViolCount,0,
placement,hpwl,54.7,mm
timing,hold_ws,0.560,ns
cells_and_area,fin_area,28400,um2
synth,ys.flops,530,
synth,edf_count,525,
timing,tightest_slew,1.08,ns
synth,yosys_area,19900,um2
cells_and_area,drive_above_1_share,10.6,%
timing,fin_skew,0.0200,ns
timing,relSlewSlack,26.4,%
clock_tree,ctsHoldBuffers,0,
timing,finalClockPeriodUsage,75.0,%
timing,grt_setup_unrepaired,"no",
drt,routed_wl,73.3,mm
timing,fmax,290,MHz
per-layer routing:
| layer | vias to the layer above | global-route usage [%] | share of wire (%) |
|---|---|---|---|
| met1 | 6435 | 31.0 | 38 |
| met5 | - | 0 | 0.16 |
| met4 | 18 | 5.20 | 2.8 |
| met3 | 125 | 11.3 | 12 |
| met2 | 712 | 35.3 | 48 |
| li1 | 5667 | - | - |
sequential cells by signal, indices dropped and copies added, names as in the netlist:
register and cells:
i 5, dataout 25, data_buffer 500
cell usage after synthesis (4+ instances only):
cell type  count  area [um2]
a221oi_1       5        43.8
nor4_1        14        87.6
edfxtp_1     525       15800
mux4_2         4        90.1
buf_1          7        26.3
mux2_2        12         135
nand3b_1       4        30.0
dfxtp_1        5         100
a22oi_1       57         428
nor3_1        26         130
a22o_1        33         289
and2_1        10        62.6
a31oi_1       15        93.8
o2bb2ai_1     24         210
nor2b_1        6        37.5
mux2i_1       71         711
nand3_1       11        55.1
a21oi_1        6        30.0
a222oi_1      10         100
a2bb2oi_1      8        70.1
nor2_1        27         101
o22ai_1       10        62.6
a41oi_1        9        78.8
and3_1        12        75.1
a32oi_1        6        52.6
and4_1        11        96.3
nand2_1       23        86.3
a2111oi_0      5        43.8
clkbuf_1      30         113
nand4_1        5        31.3
buf_2         27         135
o21ai_0       11        55.1
a211oi_1       9        67.6
where the power goes:
part / switching (mW) / internal (mW)
clock: 1.91 / 2.73
combinational: 0.397 / 0.533
sequential: 0.145 / 5.74
total: 2.45 / 9.00
kinds of logic (layout without fill, tap and decap cells):
family          after synthesis  count (layout)  share of synthesized area [%]
mux                          87              87                           4.70
compound gates              221             221                           8.75
fa+ha+maj                     1               1                         0.0629
xor+xnor                      3               3                          0.132
buf+inv                      67             686                           1.47
simple gates                174             174                           5.15
flops                       530             530                           79.7
other cells                   0               7                              0
path summary, 6_finish.rpt:
path                 startpoint     endpoint  slack, ns  depth (start not counted)
min reg2reg  data_buffer[0][16]  dataout[16]       0.56                          1
min          data_buffer[0][16]  dataout[16]       0.56                          1
max reg2reg                i[1]  dataout[19]       1.15                          7
max                        i[1]  dataout[19]       1.15                          7
critical path: stages, from the launching register on:
cell and delay (ns):
dfxtp_2 0.44, buf_4 0.40, nor4b_2 0.17, and2_2 0.37
buf_4 0.27, a2111oi_0 0.99, and3_1 0.41, a31oi_1 0.11
cell type report:
| class | count | share of cell area (%) |
|---|---|---|
| Clock inverter | 44 | 1.43 |
| Timing Repair Buffer | 577 | 20.0 |
| Multi-Input combinational cell | 486 | 13.4 |
| Sequential cell | 530 | 56.0 |
| Antenna cell | 7 | 0.0618 |
| Inverter | 1 | 0.0132 |
| Tap cell | 864 | 3.81 |
| Clock buffer | 64 | 5.27 |
No activity file was given, so power comes from the tool's default toggle rates.
