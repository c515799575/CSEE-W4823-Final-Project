[flow/design.v]
module compare(datain0,datain1,datain2,datain3,datain4,datain5,datain6,datain7,datain8,datain9,max_number,clk,en);
parameter datain_size=25;
input [datain_size-1:0] datain0;
input [datain_size-1:0] datain1;
input [datain_size-1:0] datain2;
input [datain_size-1:0] datain3;
input [datain_size-1:0] datain4;
input [datain_size-1:0] datain5;
input [datain_size-1:0] datain6;
input [datain_size-1:0] datain7;
input [datain_size-1:0] datain8;
input [datain_size-1:0] datain9;
output reg [3:0]max_number;
wire [datain_size-1:0] datain[19:0];
reg[datain_size-1:0] max_value;
input clk;
input en;
reg [3:0]i;
assign datain[0]=datain0;
assign datain[1]=datain1;
assign datain[2]=datain2;
assign datain[3]=datain3;
assign datain[4]=datain4;
assign datain[5]=datain5;
assign datain[6]=datain6;
assign datain[7]=datain7;
assign datain[8]=datain8;
assign datain[9]=datain9;
always@(posedge clk)
begin
if(en==1)
begin
max_number=4'b0;
max_value=8'b0;
for (i=0;i<10;i=i+1)
begin
if (datain[i]>max_value)
begin
max_value=datain[i];
max_number=i;
end
else
begin
end
end
end
end
endmodule
[flow/run.sh]
#!/bin/bash
# OpenROAD 26Q1-2900-gdf79404cd8, Yosys 0.63+post, stock flow scripts
make -C /OpenROAD-flow-scripts/flow DESIGN_CONFIG=/design/flow/config.mk WORK_HOME=/design/flow/orfs finish
[flow/config.mk]
export PLATFORM = sky130hd
export DESIGN_NAME = compare
export DESIGN_NICKNAME = compare
export VERILOG_FILES = /design/flow/design.v
export SDC_FILE = /design/flow/constraint.sdc
export NUM_CORES = 4
export LEC_CHECK = 1
export CORE_UTILIZATION = 40
[flow/constraint.sdc]
current_design compare

set clk_period 46.7
set clk_io_pct 0.2

create_clock -name clk0 -period $clk_period [get_ports {clk}]

set non_clock_inputs [all_inputs -no_clocks]
set_input_delay [expr $clk_period * $clk_io_pct] -clock clk0 $non_clock_inputs
set_output_delay [expr $clk_period * $clk_io_pct] -clock clk0 [all_outputs]
==> README.md <==
| Step | Parameter | Value |
|---|---|---|
| setup path | Endpoint required time on the critical path | 46.76 ns |
| synth | Most used flip-flop cell after synthesis | sky130_fd_sc_hd__edfxtp_1 |
| drt | # DRC | 0 |
| synth | Post-Synth AOI/OAI Area | 27.7% |
| clocking | Clock net sink count | 4 |
| synth | Biggest area cells | sky130_fd_sc_hd__ha_1, sky130_fd_sc_hd__mux2i_1, sky130_fd_sc_hd__inv_1, sky130_fd_sc_hd__mux2_2, sky130_fd_sc_hd__a21oi_1 |
| setup path | Critical Path Stages | 106 |
| die | Ports placed on the boundary | 256 |
| setup path | Critical-path top delay cell | sky130_fd_sc_hd__or4b_4 |
| clocking | Post-CTS sizing | 0 |
| setup path | Most Frequent Cell on Critical Path | sky130_fd_sc_hd__o21a_1 |
| die | Placeable Area | 21,800 um2 |
| clocking | Library cell used as clock root buffer | sky130_fd_sc_hd__clkbuf_16 |
| global route | Number of global-route vias before repair | 9,043 |
| hold path | Hold Crit Class | in -> reg |
| sta | Upper clock frequency limit | 0.0309 GHz |
| power | Power per unit of standard cell area | 63.1 nW/um2 |
| drt | Drt first pass iters | 8 |
| place | Buffers added on ports | 255 |
| die | Die height | 151 um |
| final layout | Fill count | 2,067 |
| synth | Chip area from the yosys synthesis statistics | 8930 um2 |
| hold path | Worst Hold Path Cells | 1 |
| die | Die Width | 151 um |
| final layout | Area grow syn2layout | 32.7% |
| clocking | Hold buffers post-CTS | 0 |
| global route | Pin count of the biggest net entering global routing | 49 |
| setup path | Startpoint of the most critical setup path | datain0[2] |
| synth | Basic-gate share of the synthesized area counting and, or, nand and nor cells | 14.8% |
| drt | Number of DRC violations after detailed-routing iteration 0 | 295 |
| synth | Gate count of the mapped netlist | 1,170 |
| setup path | Longest individual stage delay on the worst path | 0.59 ns |
| setup path | Critical-path maximum fanout | 48 |
| final layout | Flip-flop count of the largest register, all copies and words added | 4 |
| clocking | TritonCTS clock tree | done |
| sta | Unrepaired setup endpoints after global routing | false |
| global route | Aggregate global routing overflow | 0 |
| clocking | Max Root-Sink Buffers | 2 |
| final layout | Area of the multi-input gates | 8050 um2 |
| synth | Cell area after synthesis | 8930 um2 |
| synth | Adder and majority gate portion of the synthesized area | 31.0% |
| sta | Total of endpoints with negative setup slack in the final report | 0 |
| drt | Total Wirelength | 30.1 mm |
| status | Outcome | finished, final reports clean |
| place | Gpl congestion | 0.978 |
| synth | Number of synthesized flops with an enable pin | 4 |
| job | Number of warnings in the stage logs | 25 |
| synth | Multiplexer share | 15.9% |
| synth | Xor+xnor area frac | 0.504% |
| setup path | Arrival time at the worst endpoint | 32.39 ns |
| synth | FFs w/ async S/R, synth | 0% |
| clocking | TritonCTS Buffers | 3 |
| power | Static power due to leakage | 5.78 nW |
| sta | Slew headroom | 47.3% |
| synth | Number of storage elements in the synthesis netlist | 4 |
| job | Max-capacitance violation count | 0 |
| power | Overall power consumption | 747 uW |
| synth | Count of unique library cells instantiated by Yosys | 77 |
| final layout | Storage element area | 120 um2 |
| place | Half-perimeter wire length after placement | 26.7 mm |
| drt | Count of antenna-violating nets left after detailed routing | 0 |
| clocking | Clock input transition at the sequential cells of the worst setup and hold paths | 0.03 ns |
| hold path | Source of the worst hold timing path | en |
| synth | Main logic family after synthesis | adder cells |
| final layout | Fraction of layout cells with a size suffix above 1 | 6.93% |
| clocking | H-tree Lvls | 1 |
| sta | Final-layout setup total negative slack | 0 ns |
| sta | Final Cycle Share | 69.2% |
| synth | Cell with the most instances after synthesis | sky130_fd_sc_hd__ha_1 |
| synth | Largest type area fraction | 31.0% |
| drt | Via density per instance | 5.61 |
| synth | Post-synth seq share | 1.35% |
| synth | Count of warnings emitted by yosys | 1 |
| setup path | CP Launch Type | primary input |
| synth | Top cell type by total area after synthesis | sky130_fd_sc_hd__ha_1 |
| global route | First-pass GRT wire length | 46.0 mm |
| setup path | Family with the most delay on the worst path | AND-OR/OR-AND gates |
| synth | Post-Syn Area per Cell | 7.63 um2 |
| setup path | Worst path bufs/invs | 15 |
| sta | Final critical delay including setup and external delays | 32.33 ns |
| setup path | Path type of the worst setup path | in -> reg |
| sta | Final number of hold-violating endpoints | 0 |
| die | Effective utilization at floorplan | 40.9% |
| power | VDD IR-drop max | 0.0000424 V |
| global route | Combined global-route utilization of all metal layers | 26.2% |
| setup path | Critical Path Sink Type | flip-flop |
| clocking | Number of buffers inserted by post-CTS setup repair | 0 |
| sta | Final count of pins violating max slew | 0 |
| drt | Drt wl/cell | 17.9 um |
| synth | Ranking of synthesized cells by instance count | sky130_fd_sc_hd__ha_1, sky130_fd_sc_hd__inv_1, sky130_fd_sc_hd__a21oi_1, sky130_fd_sc_hd__mux2i_1, sky130_fd_sc_hd__o21ai_0 |
| die | Row count | 54 |
| synth | Cells in synth_stat.txt | 1,170 |
| sta | Actual slew at the worst max-slew pin | 0.784 ns |
| die | Die footprint | 22,900 um2 |
| global route | Initial antenna violation count | 3 |
| drt | Overall via count from detail_route | 9,428 |
cells in the final DEF (no fill, tap or decap), types with 7 or more instances in the layout:
| cell | n |
|---|---|
| sky130_fd_sc_hd__clkdlybuf4s50_1 | 255 |
| sky130_fd_sc_hd__ha_1 | 221 |
| sky130_fd_sc_hd__inv_1 | 156 |
| sky130_fd_sc_hd__a21oi_1 | 93 |
| sky130_fd_sc_hd__mux2i_1 | 87 |
| sky130_fd_sc_hd__o21ai_0 | 58 |
| sky130_fd_sc_hd__nor2_1 | 54 |
| sky130_fd_sc_hd__a211oi_1 | 52 |
| sky130_fd_sc_hd__mux2_2 | 48 |
| sky130_fd_sc_hd__nand4_1 | 47 |
| sky130_fd_sc_hd__o21a_1 | 42 |
| sky130_fd_sc_hd__nand2_1 | 41 |
| sky130_fd_sc_hd__a21o_1 | 29 |
| sky130_fd_sc_hd__nand3_1 | 25 |
| sky130_fd_sc_hd__a22o_1 | 22 |
| sky130_fd_sc_hd__nor2b_1 | 15 |
| sky130_fd_sc_hd__nand2b_1 | 14 |
| sky130_fd_sc_hd__buf_4 | 14 |
| sky130_fd_sc_hd__nor3_1 | 9 |
| sky130_fd_sc_hd__and4_1 | 7 |
| sky130_fd_sc_hd__nor4_1 | 7 |
metal layers:
metal	GRT usage [%]	up-vias	share of wire [%]
met2	47.6	301	49
met5	0	-	0.040
li1	-	4864	-
met1	32.9	4227	42
met3	2.73	34	6.6
met4	5.45	2	2.1
final cells by class:
class | instances | share of cell area [%]
clock buffer | 3 | 0.634
timing repair buffer | 269 | 22.4
inverter | 156 | 4.94
tap | 280 | 2.96
sequential | 4 | 1.01
multi-input combinational | 967 | 68.0
antenna | 1 | 0.0211
kinds of logic after synthesis:
logic type | count (synthesis)
simple gates | 247
compound gates | 360
mux | 136
fa+ha+maj | 221
xor+xnor | 3
flops | 4
buf+inv | 199
per-stage QoR:
step	instances	util (%)	instance area (um2)	setup WS, ns	hold slack [ns]
floorplan	1170	-	8930	17.29	9.45
global placement	1676	53.9	11800	14.32	10.10
detailed placement	1676	53.9	11800	14.08	10.10
CTS	1679	54.3	11800	14.27	9.87
global route	1679	54.3	11800	12.34	9.89
finish	1680	54.3	11800	14.37	9.88
final timing paths:
check | end | slack, ns
setup / recovery | max_number[2]$_SDFFCE_PP0P_ | 14.37
hold / removal | max_number[2]$_SDFFCE_PP0P_ | 9.88
power by group:
| part | switching (mW) | internal (mW) | total, mW |
|---|---|---|---|
| clock | 0.00228 | 0.0109 | 0.0132 |
| sequential | 0.00124 | 0.00859 | 0.00983 |
| combinational | 0.394 | 0.330 | 0.724 |
| total | 0.397 | 0.349 | 0.747 |
Power figures rest on the tool's default switching activity, not on a simulated workload.
