### /design/flow/constraint.sdc
current_design weight_memory_linear2

set clk_period 88.9
set clk_io_pct 0.2

create_clock -name clk0 -period $clk_period [get_ports {clk}]

set non_clock_inputs [all_inputs -no_clocks]
set_input_delay [expr $clk_period * $clk_io_pct] -clock clk0 $non_clock_inputs
set_output_delay [expr $clk_period * $clk_io_pct] -clock clk0 [all_outputs]
### /design/flow/config.mk
export PLATFORM = sky130hd
export DESIGN_NAME = weight_memory_linear2
export DESIGN_NICKNAME = weight_memory_linear2
export VERILOG_FILES = /design/flow/design.v
export SDC_FILE = /design/flow/constraint.sdc
export NUM_CORES = 4
export LEC_CHECK = 1
export CORE_UTILIZATION = 40
### /design/flow/design.v
module weight_memory_linear2(datain,dataout0,dataout1,dataout2,dataout3,dataout4,dataout5,dataout6,dataout7,dataout8,dataout9,neural_addr,weight_addr,rd,wt,clk);
input [9:0]datain;
input[3:0]neural_addr;
input[3:0]weight_addr;
input wt,rd,clk;
output reg[9:0]dataout0;
output reg[9:0]dataout1;
output reg[9:0]dataout2;
output reg[9:0]dataout3;
output reg[9:0]dataout4;
output reg[9:0]dataout5;
output reg[9:0]dataout6;
output reg[9:0]dataout7;
output reg[9:0]dataout8;
output reg[9:0]dataout9;
reg[9:0] weight[9:0][9:0];
reg[3:0]i;
always@(posedge clk)
begin
if (wt==1&&rd==0)
begin
weight[neural_addr][weight_addr]<=datain;
i=0;
end
else if (rd==1&&wt==0)
begin
if(i<10)
begin
dataout0<=weight[i][0];
dataout1<=weight[i][1];
dataout2<=weight[i][2];
dataout3<=weight[i][3];
dataout4<=weight[i][4];
dataout5<=weight[i][5];
dataout6<=weight[i][6];
dataout7<=weight[i][7];
dataout8<=weight[i][8];
dataout9<=weight[i][9];
i=i+1;
end
else
begin
i=0;
end
end
end
endmodule
### /design/flow/run.sh
#!/bin/bash
# OpenROAD 26Q1-2900-gdf79404cd8, Yosys 0.63+post, stock flow scripts
make -C /OpenROAD-flow-scripts/flow DESIGN_CONFIG=/design/flow/config.mk WORK_HOME=/design/flow/orfs finish
==> results.cfg <==
; generated from flow reports
[outcome]
status = complete, no violations

[route]
wl_met3_um = 51300
wl_met2_um = 118000
ant_nets = 0
dr.first_iter.drc_count = 4714
wl_per_cell_um = 41.6
totalWireLength_um = 271000
post-route-drc-count = 0
highest_layer = met5
wl_met1_um = 79100
drt_first_pass_iters = 6
vias = 46800
vias_per_cell = 7.18

[cts]
clk_pin_slew_worst_paths_ns = 0.07
holdBufCountCts = 0
clockRootBuffer = clkbuf_16
numCtsBuffers = 117
post_cts_buffers = 0
clock.latency.late_pin_ns = 0.82
cts_tree = done
cts_max_level = 3
cts.sinks = 1104
post_cts_resized = 0
cts_buffer_depth = 3

[sta]
period_used_pct = 25.0
report.final.hold_viol_count = 0
clock.fmax_mhz = 45.0
rsz0062_at_grt = false
finalSetupViolCount = 0
period_minus_slack_ns = 22.20
skew_ns = 0.0817
slew_headroom_pct = 22.0
tightest_slew_ns = 1.16
drv_slew = 0
setup-tns-final_ns = 0
setup_ws_ns = 66.70

[worst_setup_path]
crit_required_ns = 89.28
crit_fanout = 29
end_kind = flop
start_kind = input port
critical_path_arrival_ns = 22.58
path_class = input port to flop

[floorplan]
core_area_mm2 = 0.170
dieArea_mm2 = 0.173
rows = 151
num_io_pins = 121
die_h_um = 416
die_x_um = 416
initCoreUtil_pct = 40.4

[logic_synthesis]
top_area_cell = edfxtp_1
topCellsByArea = edfxtp_1 (48%), mux4_2 (36%), nand2_1 (2.9%), mux2i_1 (1.4%), buf_2 (1.2%)
ys.flops = 1104
ys_types = 61
avgSynthCellArea_um2 = 16.4
ys.flop_type = edfxtp_1
syn_inst = 4182
synth-seq-area-share_pct = 48.2
yosys_cells = 4182
yosysWarnings = 1
top_area_share_pct = 48.1
ys_chip_area_mm2 = 0.0687
async_reset_ff_share_pct = 0
edf_count = 1100
synth_area_mm2 = 0.0687

[place]
place_ws_ns = 65.95
gp_congestion = 1.06
dp_hpwl_um = 194000
port_buffers = 120

[global_routing]
grt_max_degree = 105
grt_overflow = 0
first_global_vias = 48600
grt_first_pass_wirelength_um = 378000
grtUsageTotal_pct = 34.4
antenna_found_initial = 13

[min_path]
hold_path_class = flop to flop

[flow_run]
openroad.warnings = 36
cap_violations = 0

[final_layout]
fin_util_pct = 45.4
syn_to_final_growth_pct = 12.5
layout-drive-gt1-share_pct = 38.6
==> final timing paths <==
| check | start | endpoint | slack (ns) | depth (start not counted) |
|---|---|---|---|---|
| worst min register to register | i[2] | i[2] | 0.62 | 2 |
| worst max register to register | i[1] | dataout3[7] | 81.94 | 14 |
| worst max-delay path | neural_addr[1] | weight[7][0] | 66.70 | 13 |
| worst min-delay path | i[2] | i[2] | 0.62 | 2 |
==> kinds of logic (layout without fill, tap and decap cells) <==
logic type                 after synthesis  in the layout  synth area share [%]
adders and majority gates               24             24                 0.470
AOI/OAI and AO/OA                      372            372                  3.73
other                                    0              4                     0
DFF                                   1104           1104                  48.2
buffers and inverters                  427            538                  2.80
xor gates and xnor gates                40             40                 0.552
muxes                                 1234           1234                  38.0
and+or+nand+nor                        981            981                  6.26
==> layer usage <==
metal,up-vias,GRT usage [%]
met5,-,4.97
met2,4271,45.9
met3,732,27.0
met4,36,19.7
li1,18000,-
met1,23800,38.9
==> worst max-delay path, cell delays in order <==
cell	delay, ns
clkdlybuf4s50_1	0.57
inv_1	0.11
ha_1	0.22
xnor2_1	0.27
xnor2_1	0.10
ha_1	0.21
fa_1	0.48
ha_1	0.36
a21oi_1	0.48
xor2_4	0.24
buf_4	0.37
buf_4	0.39
nor3_2	0.90
==> area by class of cell <==
class                           count  area, um^2
Antenna cell                        4        10.0
Clock buffer                      130        2980
Clock inverter                     91        1200
Fill cell                       14400       92800
Inverter                           20        80.1
Multi-Input combinational cell   2651       34500
Sequential cell                  1104       33100
Tap cell                         2218        2780
Timing Repair Buffer              297        2640
==> cell usage in the layout, fill, tap and decap left out, drive strengths merged, types with 43 or more instances in the layout <==
master	count
nor3	105
mux2i	98
clkinv	48
a31oi	60
edfxtp	1100
mux2	43
clkbuf	130
mux4	1093
nand3	121
clkdlybuf4s50	110
buf	187
nor2	94
nand2b	44
o21ai	61
a21oi	61
nand2	533
==> cells in the mapped netlist, types with 43 or more instances <==
| library cell | n |
|---|---|
| edfxtp_1 | 1100 |
| mux4_2 | 1093 |
| nand2_1 | 533 |
| clkbuf_1 | 178 |
| buf_2 | 167 |
| nand3_1 | 121 |
| nor3_1 | 105 |
| mux2i_1 | 98 |
| nor2_1 | 94 |
| a21oi_1 | 61 |
| a31oi_1 | 60 |
| o21ai_0 | 60 |
| nand2b_1 | 44 |
| mux2_2 | 43 |
==> sequential cells by signal, summed over array words and instances (netlist names) <==
register,flops
dataout0,10
dataout1,10
dataout2,10
dataout3,10
dataout4,10
dataout5,10
dataout6,10
dataout7,10
dataout8,10
dataout9,10
i,4
weight,1000
==> per-stage QoR <==
stage | hold WS (ns) | cells | area, um^2
floorplan | 0.538 | 4182 | 68700
finish | 0.617 | 6515 | 77300
detailed placement | 0.598 | 6290 | 73100
CTS | 0.606 | 6511 | 77200
global placement | 0.599 | 6290 | 73100
global route | 0.641 | 6513 | 77300
